**design/flow/design.v**
```verilog
module multiplier(A,B,P);
  input [2:0] A,B;
  output [5:0] P;
  wire w1,w2,w3,w4;
  assign P[0]=A[0] & B[0];
  assign P[1]=(A[1] & B[0])^(A[0] & B[1]);
  assign w1=(A[1] & B[0])&(A[0] & B[1]);
  assign P[2]=(w1 ^ (A[2] & B[0]) ^ (A[1] & B[1])^ (A[0] & B[2]));
  assign w2=(w1 & (A[2] & B[0]) & (A[1] & B[1])& (A[0] & B[2]));
  assign P[3]=(w2^ (A[2] & B[1]) ^ (A[1] & B[2]));
  assign w3=(w2 & (A[2] & B[1]) & (A[1] & B[2]));
  assign P[4]=(w3 ^(A[2] & B[2]));
  assign w4= (w3 & (A[2] & B[2]));
  assign P[5]=w4;
  endmodule 
```
**design/flow/run.sh**
```bash
#!/bin/bash
# OpenROAD 26Q1-2900-gdf79404cd8, Yosys 0.63+post, stock flow scripts
make -C /OpenROAD-flow-scripts/flow DESIGN_CONFIG=/design/flow/config.mk WORK_HOME=/design/flow/orfs finish
```
**design/flow/config.mk**
```make
export PLATFORM = sky130hd
export DESIGN_NAME = multiplier
export DESIGN_NICKNAME = multiplier
export VERILOG_FILES = /design/flow/design.v
export SDC_FILE = /design/flow/constraint.sdc
export NUM_CORES = 4
export LEC_CHECK = 1
export CORE_AREA = 10 10 70 70
export DIE_AREA = 0 0 80 80
```
**design/flow/constraint.sdc**
```tcl
current_design multiplier

set clk_period 1.0
set clk_io_pct 0.2

create_clock -name clk0 -period $clk_period

set non_clock_inputs [all_inputs -no_clocks]
set_input_delay [expr $clk_period * $clk_io_pct] -clock clk0 $non_clock_inputs
set_output_delay [expr $clk_period * $clk_io_pct] -clock clk0 [all_outputs]
```
==> flow_metrics.tcl <==
# collected from the flow reports
set metrics [dict create \
    yosys_cells 19 \
    clkbuf_count 0 \
    yosys-stat-area_sq_um 156 \
    finalSetupViolations 4 \
    io_buffers 12 \
    drt_first_iter_violations 6 \
    cp_max_fo 2 \
    cp.arrival_ns 1.46 \
    tool_warnings 35 \
    drive_gt1_share_pct 74.3 \
    grt_overflow 0 \
    fin_crit_sh_pct 166 \
    io-pin-count 12 \
    yosysTopAreaCellShare_pct 32.0 \
    startpoint_type "input pin" \
    dr_total_vias 183 \
    avgViaCountPerCell 2.26 \
    flops 0 \
    ir_worst_vdd_v 0.0000524 \
    num_antenna_cells 0 \
    hold_buffers 0 \
    fmax_mhz 601 \
    synth_warnings 0 \
    grt-busiest-layer "met1" \
    seqCellArea_sq_um 0 \
    mux_share_pct 0 \
    ant_nets 0 \
    wl_per_cell_microns 7.02 \
    core_sq_um 3420 \
    area_growth_syn_to_layout_pct 174 \
    status "finished with violations" \
    met2_usage_pct 2.01 \
    lay_top_cells "buf_6, buf_4" \
    fp-utilization_pct 4.58 \
    synthDistinctLibCells 10 \
    rsz0062_at_grt "yes" \
    violations "negative setup slack" \
    grt_pass1_vias 184 \
    antenna_found_initial 0 \
    dieWidth_microns 80 \
    slew_headroom_pct 92.8 \
    grt_max_degree 4 \
    die_height_microns 80 \
    hold_slack_ns 0.750 \
    lay_top_count "buf_6" \
    avgSynthCellArea_sq_um 8.23 \
    placed_area_sq_um 417 \
    top_logic_kind "simple AND/OR/NAND/NOR gates" \
    p_leak_uw 0.000180 \
    hold_viol_final 0 \
    topCellsByArea "ha_1, and2_1, xor3_1" \
    first_pass_iters 2 \
    synth_cells 19 \
    hold_class "in2out" \
    p_per_area_nw_per_um2 306 \
    period_needed_ns 1.66 \
    post_cts_buffers 0 \
    ys_sh_simple_pct 42.4 \
    worst_slack_ns -0.665 \
    final_cell_area_sq_um 428 \
    maxCapViolCount 0 \
    criticalPathCategory "in2out" \
    track_usage_pct 1.69 \
    end_kind "output pin" \
    worstPathRequired_ns 0.80 \
    synthAdderAreaFrac_pct 32.0 \
    syn_area_sq_um 156 \
    yosysSeqAreaShare_pct 0 \
    aoi_share_pct 0 \
    dp_hpwl_microns 500 \
    num_rows 21 \
    yosys.area.top_type "ha_1" \
    worst_pin_slew_ns 0.107 \
    ys_sh_xor_pct 20.8 \
    maxSlewViolCount 0 \
    dieArea_sq_um 6400 \
    grtUsageMet1_pct 2.65 \
    detail_route.wirelength_microns 569 \
    drc 0 \
    grt_pass1_wl_microns 890 \
    gp_congestion 0.706 \
    use_met3_pct 0.909 \
    nFillCells 387 \
]
==> stage by stage <==
stage	total power (uW)	utilization [%]	setup slack (ns)	cells	TNS [ns]
6_report	131	12.5	-0.665	81	-2.21
5_1_grt	149	12.5	-0.707	81	-2.43
4_1_cts	125	11.7	-0.687	81	-2.29
3_5_place_dp	138	12.2	-1.41	81	-6.57
3_3_place_gp	139	12.2	-1.43	81	-6.67
2_1_floorplan	39.6	-	-0.456	19	-1.33
==> final cells by class <==
| cell class | instances | area, sq um | area share, % |
|---|---|---|---|
| multi-input cells | 18 | 214 | 50.0 |
| repair buffers | 17 | 156 | 36.5 |
| well taps | 46 | 57.6 | 13.5 |
==> kinds of logic after synthesis <==
| family | Yosys count |
|---|---|
| XOR/XNOR | 2 |
| buffers and inverters | 1 |
| AND/OR/NAND/NOR | 12 |
| adder cells (fa/ha/maj) | 4 |
==> path summary, 6_finish.rpt <==
path	start	end	slack, ns	depth (start not counted)
worst max-delay path	B[1]	P[4]	-0.66	10
worst min-delay path	B[0]	P[0]	0.75	3
==> worst max-delay path, cell delays in order <==
cell and delay, ns:
buf_6 0.09, and2_4 0.15, ha_4 0.15, ha_4 0.14
nand3_2 0.05, nor2_2 0.04, ha_2 0.15, and3_4 0.15
ha_4 0.23, buf_6 0.10
==> metal layers <==
layer,share of wire (%),routed length [microns]
met1,51,293
met2,30,173
met3,18,101
met4,0,0
met5,0,0
==> where the power goes <==
part           total, uW  switching [uW]  leakage (uW)  internal, uW
Clock                  0               0             0             0
Combinational        131            40.2      0.000180          90.9
Sequential             0               0             0             0
==> synth_stat cells <==
cell / instances
buf_4: 1
and2_1: 5
xor3_1: 1
and2_2: 1
nand2_1: 3
ha_1: 4
nor2_1: 1
nand3_1: 1
and3_2: 1
xnor2_1: 1
==> repair_timing <==
item | 4_1_cts | 5_1_grt
endpoints found under the setup margin | 6 | 5
hold endpoints to repair | 0 | 0
resized | 42 | 5
pin swaps | 8 | 7
Power figures rest on the tool's default switching activity, not on a simulated workload.
